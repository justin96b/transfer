**./run.sh**
```bash
#!/bin/bash
# OpenROAD 26Q1-2900-gdf79404cd8, Yosys 0.63+post, stock flow scripts
make -C /OpenROAD-flow-scripts/flow DESIGN_CONFIG=/design/flow/config.mk WORK_HOME=/design/flow/orfs finish
```
**./config.mk**
```make
export PLATFORM = sky130hd
export DESIGN_NAME = rsc
export DESIGN_NICKNAME = rsc
export VERILOG_FILES = /design/flow/design.v
export SDC_FILE = /design/flow/constraint.sdc
export NUM_CORES = 4
export LEC_CHECK = 1
export CORE_AREA = 10 10 70 70
export DIE_AREA = 0 0 80 80
```
**./constraint.sdc**
```tcl
current_design rsc

set clk_period 2.3
set clk_io_pct 0.2

create_clock -name clk0 -period $clk_period [get_ports {clk}]

set non_clock_inputs [all_inputs -no_clocks]
set_input_delay [expr $clk_period * $clk_io_pct] -clock clk0 $non_clock_inputs
set_output_delay [expr $clk_period * $clk_io_pct] -clock clk0 [all_outputs]
```
**./design.v**
```verilog
`timescale 1 ns / 1 ns
module rsc(clk, bin_in, bin_x_out, bin_z_out, enable, rst_N, mode);
   input clk, bin_in, enable, rst_N,mode;
   output bin_x_out, bin_z_out;
   wire   clk, bin_in, rst_N;    
   wire   bin_x_out, bin_z_out;        
   reg [3:0] thisState;
   reg [3:0] nextState;
   reg       count = 2'd0;
   reg       tmp_x_out;
   reg       tmp_out;
   reg [5:0] tmp_tail_out;
   localparam STATE_0 = 4'd0,
      STATE_1  = 4'd1,
      STATE_2  = 4'd2,
      STATE_3  = 4'd3,
      STATE_4  = 4'd4,
      STATE_5  = 4'd5,
      STATE_6  = 4'd6,
      STATE_7  = 4'd7,
      STATE_8  = 4'd8,
      STATE_9  = 4'd9,
      STATE_10 = 4'd10,
      STATE_11 = 4'd11,
      STATE_12 = 4'd12,
      STATE_13 = 4'd13,
      STATE_14 = 4'd14,
      STATE_15 = 4'd15;
   always @(posedge clk) begin
      if (~mode)
         thisState <= nextState;
   end
   always @(thisState or rst_N or mode or enable) begin
      nextState = 4'dx;
      if (rst_N) begin
         nextState = STATE_0;
         tmp_x_out = 1'b0;
         tmp_out = 1'b0;
         tmp_tail_out = 6'd0;
         count = 2'd0;
      end
      else begin
         if (~mode) begin
            tmp_x_out = bin_in;
            case(thisState)
               STATE_0 : begin     
                  tmp_out = 1'b0;
                  if(bin_in == 1'b0) begin
                     nextState = STATE_0;  
                  end
                  else
                     begin
                        nextState = STATE_8;  
                     end
               end
               STATE_1 : begin   
                  tmp_out = 1'b0;
                  if(bin_in == 1'b0) begin
                     nextState = STATE_0;  
                  end
                  else begin
                     nextState = STATE_8;  
                  end
               end
               STATE_2 : begin     
                  tmp_out = 1'b1;
                  if(bin_in == 1'b0) begin
                     nextState = STATE_1;  
                  end
                  else begin
                     nextState = STATE_9;  
                  end
               end
               STATE_3 : begin  
                  tmp_out = 1'b1;
                  if(bin_in == 1'b0) begin
                     nextState = STATE_1;  
                  end
                  else begin
                     nextState = STATE_9;  
                  end
               end
               STATE_4 : begin  
                  tmp_out = 1'b1;
                  if(bin_in == 1'b0) begin
                     nextState = STATE_2;  
                  end
                  else begin
                     nextState = STATE_10;  
                  end
               end
               STATE_5 : begin  
                  tmp_out = 1'b1;
                  if(bin_in == 1'b0) begin
                     nextState = STATE_2;  
                  end
                  else begin
                     nextState = STATE_10;  
                  end
               end
               STATE_6 : begin  
                  tmp_out = 1'b0;
                  if(bin_in == 1'b0) begin
                     nextState = STATE_3;  
                  end
                  else begin
                     nextState = STATE_11;  
                  end
               end
               STATE_7 : begin  
                  tmp_out = 1'b0;
                  if(bin_in == 1'b0) begin
                     nextState = STATE_3;  
                  end
                  else begin
                     nextState = STATE_11;  
                  end
               end
               STATE_8 : begin   
                  tmp_out = 1'b1;
                  if(bin_in == 1'b0) begin
                     nextState = STATE_4;  
                  end
                  else begin
                     nextState = STATE_12;  
                  end
               end
               STATE_9 : begin  
                  tmp_out = 1'b1;
                  if(bin_in == 1'b0) begin
                     nextState = STATE_4;  
                  end
                  else begin
                     nextState = STATE_12;  
                  end
               end
               STATE_10 : begin  
                  tmp_out = 1'b0;
                  if(bin_in == 1'b0) begin
                     nextState = STATE_5;  
                  end
                  else begin
                     nextState = STATE_13;  
                  end
               end
               STATE_11 : begin  
                  tmp_out = 1'b0;
                  if(bin_in == 1'b0) begin
                     nextState = STATE_5;  
                  end
                  else begin
                     nextState = STATE_13;  
                  end
               end
               STATE_12 : begin  
                  tmp_out = 1'b0;
                  if(bin_in == 1'b0) begin
                     nextState = STATE_6;   
                  end
                  else begin
                     nextState = STATE_14;  
                  end
               end
               STATE_13 : begin  
                  tmp_out = 1'b0;
                  if(bin_in == 1'b0) begin
                     nextState = STATE_6;  
                  end
                  else begin
                     nextState = STATE_14;  
                  end
               end
               STATE_14 : begin  
                  tmp_out = 1'b1;
                  if(bin_in == 1'b0) begin
                     nextState = STATE_7;  
                  end
                  else begin
                     nextState = STATE_15;  
                  end
               end
               STATE_15 : begin  
                  tmp_out = 1'b1;
                  if(bin_in == 1'b0) begin
                     nextState = STATE_7;  
                  end
                  else begin
                     nextState = STATE_15;  
                  end
               end
            endcase
         end
         else begin
            if (count == 2'd0) begin
               case(thisState)
                  STATE_0 : begin     
                     tmp_tail_out = 6'b000000;
                  end
                  STATE_1 : begin   
                     tmp_tail_out = 6'b110111;
                  end
                  STATE_2 : begin     
                     tmp_tail_out = 6'b101011;
                  end
                  STATE_3 : begin  
                     tmp_tail_out = 6'b011100;
                  end
                  STATE_4 : begin  
                     tmp_tail_out = 6'b101100;
                  end
                  STATE_5 : begin  
                     tmp_tail_out = 6'b011011;
                  end
                  STATE_6 : begin  
                     tmp_tail_out = 6'b000111;
                  end
                  STATE_7 : begin  
                     tmp_tail_out = 6'b110000;
                  end
                  STATE_8 : begin   
                     tmp_tail_out = 6'b011011;
                  end
                  STATE_9 : begin  
                     tmp_tail_out = 6'b101100;
                  end
                  STATE_10 : begin  
                     tmp_tail_out = 6'b110000;
                  end
                  STATE_11 : begin  
                     tmp_tail_out = 6'b000111;
                  end
                  STATE_12 : begin  
                     tmp_tail_out = 6'b110111;
                  end
                  STATE_13 : begin  
                     tmp_tail_out = 6'b000000;
                  end
                  STATE_14 : begin  
                     tmp_tail_out = 6'b011100;
                  end
                  STATE_15 : begin  
                     tmp_tail_out = 6'b101011;
                  end
               endcase
                  tmp_x_out = tmp_tail_out[0];
                  tmp_out = tmp_tail_out[1];
                  count = count + 1;
            end
            else if (count == 3'd1) begin
                  tmp_x_out = tmp_tail_out[2];
                  tmp_out = tmp_tail_out[3];
                  count = count + 1;
            end
            else if (count == 3'd2)begin
                  tmp_x_out = tmp_tail_out[4];
                  tmp_out = tmp_tail_out[5];
                  count = count + 1;
            end
         end
      end
   end
   assign bin_x_out = tmp_x_out;
   assign bin_z_out = tmp_out;
endmodule
```
==> impl_metrics.env <==
# physical design summary
export IMPL_routed_wl_um=789
export IMPL_criticalPathCategory="input pin to output pin"
export IMPL_ys_warnings_count=6
export IMPL_clk_latency_ps=250
export IMPL_p_per_area_mw_per_mm2=526.0
export IMPL_syn2layout_area_growth_pct=36.15
export IMPL_reg2reg_depth=6
export IMPL_grt_pass1_wl_mm=1.304
export IMPL_die_w_um=80
export IMPL_post_place_cells=99
export IMPL_yosysTopAreaCell="edfxtp_1"
export IMPL_cts_resized=1
export IMPL_fmax_mhz=460.8
export IMPL_clockRootBuffer="clkbuf_4"
export IMPL_initial_core_util_pct=13.88
export IMPL_flop_area_sq_um=225.2
export IMPL_slowest_delay_ps=500
export IMPL_via_per_inst=3.214
export IMPL_untimed_endpoints=3
export IMPL_cts_buffer_depth=2
export IMPL_warning_count=27
export IMPL_clk_pin_slew_ps=50
export IMPL_synthCells=44
export IMPL_chipArea_sq_mm=0.006400
export IMPL_crit_top_cell="clkdlybuf4s50_1"
export IMPL_grt_util_all_layers_pct=2.522
export IMPL_ctsHtreeMaxLevel=1
export IMPL_max_cap_violations=0
export IMPL_finalWeightedCongestion=0.8040
export IMPL_wl_per_cell_um=7.660
export IMPL_place_ws_ps=-16.42
export IMPL_critPathArrivalTime_ps=1710
export IMPL_end_kind="output pin"
export IMPL_rrSetupSlack_ps=910
export IMPL_unclocked_regs=3
export IMPL_fin_total_pwr_uw=339.6
export IMPL_top_cell_area_share_pct=25.33
export IMPL_first_pass_iters=4
export IMPL_cts_setup_buffers=0
export IMPL_grt_pass1_vias=321
export IMPL_fp_coreArea_sq_mm=0.003416
export IMPL_drive_gt1_share_pct=19.30
export IMPL_critPathLaunchType="input pin"
export IMPL_ys_area_sq_um=474.2
export IMPL_drt_iter0_markers=5
export IMPL_crit_path_start="bin_in"
export IMPL_grt_max_degree=8
export IMPL_slew_headroom_pct=82.67
export IMPL_synth_stat_cells=44
export IMPL_fin_ws_ps=130.0
export IMPL_grt_overflow_total=0
export IMPL_tightest_slew_ps=257.7
export IMPL_crit_fanout=2
export IMPL_finalClockSkew_ps=7.287
export IMPL_via_count=331
export IMPL_synth_avg_cell_area_sq_um=10.78
export IMPL_setup_viol=0
export IMPL_hp_start="thisState[3]$_SDFFCE_PP0N_"
export IMPL_critPathSlowestCell="clkdlybuf4s50_1"
export IMPL_yosys_cell_types_count=18
export IMPL_fin_crit_sh_pct=94.35
export IMPL_cts_tree="yes"
export IMPL_path_cells="clkdlybuf4s50_1, nor2_1, a211oi_2, clkdlybuf4s50_1"
export IMPL_tns_ps=0
export IMPL_utilization_pct=18.90
export IMPL_rsz0062_at_grt="false"
export IMPL_hpwlAfterDp_um=655.3
export IMPL_r2r_start="thisState[2]$_SDFFCE_PP0N_"
export IMPL_top_cells_by_area="edfxtp_1 (25%), dfxtp_1 (13%), mux2i_1 (11%)"
export IMPL_postCtsHoldBufs=0
export IMPL_hold_viol_final=0
export IMPL_antenna_found_initial=0
export IMPL_synth_seq_cells=10
export IMPL_ioPinCount=7
export IMPL_final_cells=103
export IMPL_final_cell_mix="nor2b_1 (6), buf_4 (6), mux2i_1 (5)"
export IMPL_crit_required_ps=1840
export IMPL_min_path_type="register to register"
export IMPL_power_leakage_nw=0.2719
export IMPL_hold_path_depth=2
export IMPL_antenna_left=0
export IMPL_vdd_drop_max_uv=417.9
export IMPL_num_rows=21
export IMPL_syn_area_sq_um=474.2
export IMPL_cts_buffers=3
export IMPL_fill_cells=388
export IMPL_die_h_um=80
export IMPL_logic_area_sq_um=227.7
export IMPL_place_port_buffers=5
export IMPL_remaining_drc_errors=0
export IMPL_min_period_ps=2170
export IMPL_antennaDiodeCount=0
export IMPL_outcome="complete, no violations"
export IMPL_slew_viol_final=0
[report_power, final]
part | switching [mW] | total [mW] | internal (mW)
Sequential | 0.00730 | 0.159 | 0.152
Clock | 0.0403 | 0.106 | 0.0659
Combinational | 0.0300 | 0.0745 | 0.0445
[layout make-up]
type                    instances  area share [%]
clock buffers                   4           4.070
inverters                       3           1.744
multi-input cells              29           35.27
flip-flops and latches         10           34.88
well taps                      46           8.915
repair buffers                 11           15.12
[cells by family after synthesis]
| kind of cell | share of synthesized area, % |
|---|---|
| adders and majority gates | 5.276 |
| AOI/OAI and AO/OA | 10.29 |
| and+or+nand+nor | 11.87 |
| buffers and inverters | 5.540 |
| xor gates and xnor gates | 8.973 |
| muxes | 10.55 |
| latches | 9.498 |
| DFF | 38.00 |
[synthesized netlist by cell type]
cell / count
nor2b_1: 6
mux2i_1: 5
edfxtp_1: 4
nor2_1: 4
dfxtp_1: 3
dlxtn_1: 3
inv_1: 3
xnor2_1: 3
a21oi_1: 2
buf_4: 2
ha_1: 2
a211oi_1: 1
a21boi_0: 1
a22o_1: 1
a22oi_1: 1
nand2_1: 1
o21a_1: 1
xnor2_2: 1
[critical path: cells and delay by family]
kind                   cells  cell delay [ps]
AND/OR/NAND/NOR            1               60
buffers and inverters      2              980
AND-OR/OR-AND              1              200
[how the worst max path moves through the flow]
stage	to	slack [ps]	cells after the start
4_1_cts	bin_z_out	20	5
5_1_grt	bin_x_out	50	4
6_report	bin_x_out	130	4
[per-layer routing]
layer	routed length (um)	share of wire, %	track usage (%)
met5	0	0	0
met4	17	2.2	0.3521
met3	40	5.1	1.364
met2	324	41	4.013
met1	406	51	2.995
[stage by stage]
| step | area (sq um) | hold slack, ps |
|---|---|---|
| after floorplan | 474.2 | 547.5 |
| after global placement | 611.8 | 669.6 |
| after detailed placement | 611.8 | 668.6 |
| after CTS | 643.1 | 673.8 |
| after global routing | 645.6 | 707.6 |
| final | 645.6 | 676.7 |
